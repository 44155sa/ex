==> /design/flow/design.v <==
`timescale 1ns/1ps
module frame_fifo_write
#
(
	parameter MEM_DATA_BITS          = 32,
	parameter ADDR_BITS              = 21,
	parameter BURST_BITS             = 9,
	parameter BURST_SIZE             = 128
)               
(
	input                            rst,                  
	input                            mem_clk,                     
	input							 Sdr_init_done,
	input							 Sdr_init_ref_vld,
    input							 Sdr_busy,
	input							 App_rd_busy,
    output							 O_wr_busy,
	output 							 App_wr_en,
	output  [ADDR_BITS - 1:0]	 	App_wr_addr,
	input                            write_req,                   
	output reg                       write_req_ack,               
	output                           write_finish,                
	input[ADDR_BITS - 1:0]           write_addr_0,                
	input[ADDR_BITS - 1:0]           write_addr_1,                
	input[ADDR_BITS - 1:0]           write_addr_2,                
	input[ADDR_BITS - 1:0]           write_addr_3,                
	input[1:0]                       write_addr_index,            
	input[ADDR_BITS - 1:0]           write_len,                   
	output reg                       fifo_aclr,                   
	input[9:0]                      rdusedw                      
);
localparam ONE                       = 256'd1;                    
localparam ZERO                      = 256'd0;                    
localparam S_IDLE                    = 0;                         
localparam S_ACK                     = 1;                         
localparam S_CHECK_FIFO              = 2;                         
localparam S_WRITE_BURST             = 3;                         
localparam S_WRITE_BURST_END         = 4;                         
localparam S_END                     = 5;                         
reg                                 write_req_d0;                 
reg                                 write_req_d1;                 
reg                                 write_req_d2;                 
reg[ADDR_BITS - 1:0]                write_len_d0;                 
reg[ADDR_BITS - 1:0]                write_len_d1;                 
reg[ADDR_BITS - 1:0]                write_len_latch;              
reg[ADDR_BITS - 1:0]                write_cnt;                    
reg[1:0]                            write_addr_index_d0;
reg[1:0]                            write_addr_index_d1;
reg[3:0]                            state;                        
reg [ADDR_BITS - 1:0]	 App_wr_addr_r;
reg [BURST_BITS - 1:0]				burst_cnt;
wire								wr_burst_finish;
reg App_wr_en_r;
reg App_wr_en_d0;
wire into_burst;
assign into_burst = (((write_len_latch <= (rdusedw + write_cnt))||rdusedw > BURST_SIZE) && ~App_rd_busy); 
assign App_wr_addr = {App_wr_addr_r[ADDR_BITS - 1:0]};
assign O_wr_busy = (state == S_WRITE_BURST || (state == S_CHECK_FIFO && into_burst)); 
assign wr_burst_finish = (burst_cnt >= BURST_SIZE);
assign write_finish = (state == S_END) ? 1'b1 : 1'b0;             
assign App_wr_en = App_wr_en_d0;
always@(posedge mem_clk or posedge rst)
begin
	if(rst == 1'b1)
	begin
		write_req_d0    <=  1'b0;
		write_req_d1    <=  1'b0;
		write_req_d2    <=  1'b0;
		write_len_d0    <=  ZERO[ADDR_BITS - 1:0];               
		write_len_d1    <=  ZERO[ADDR_BITS - 1:0];               
		write_addr_index_d0    <=  2'b00;
		write_addr_index_d1    <=  2'b00;
	end
	else
	begin
		write_req_d0    <=  write_req;
		write_req_d1    <=  write_req_d0;
		write_req_d2    <=  write_req_d1;
		write_len_d0    <=  write_len;
		write_len_d1    <=  write_len_d0;
		write_addr_index_d0 <= write_addr_index;
		write_addr_index_d1 <= write_addr_index_d0;
	end 
end
always @(posedge mem_clk or posedge rst)
begin
	if(rst == 1'b1)
	begin
		burst_cnt <= ZERO[BURST_BITS - 1:0];
		App_wr_addr_r <= ZERO[ADDR_BITS - 1:0];
		App_wr_en_d0 <= 1'b0;
	end
	else begin
		if(state == S_CHECK_FIFO)
			burst_cnt <= ZERO[BURST_BITS - 1:0];
		else if(App_wr_en)
			burst_cnt <= burst_cnt + 1'b1;
		else
			burst_cnt <= burst_cnt;
		if(state == S_ACK)
			begin
				if(write_addr_index_d1 == 2'd0)
					App_wr_addr_r <= write_addr_0;
				else if(write_addr_index_d1 == 2'd1)
					App_wr_addr_r <= write_addr_1;
				else if(write_addr_index_d1 == 2'd2)
					App_wr_addr_r <= write_addr_2;
				else if(write_addr_index_d1 == 2'd3)
					App_wr_addr_r <= write_addr_3;
			end
		else if(App_wr_en)
			App_wr_addr_r <= App_wr_addr_r + 1'b1;
		else
			App_wr_addr_r <= App_wr_addr_r;
		if(App_wr_en_r && burst_cnt + App_wr_en < BURST_SIZE && (burst_cnt + write_cnt + App_wr_en < write_len_latch))begin
            App_wr_en_d0 <= 1'b1;
        end
		else
			App_wr_en_d0 <= 1'b0;
	end		
end
always@(posedge mem_clk or posedge rst)
begin
	if(rst == 1'b1)
	begin
		state <= S_IDLE;
		write_len_latch <= ZERO[ADDR_BITS - 1:0];
		App_wr_en_r <= 1'b0;
		write_cnt <= ZERO[ADDR_BITS - 1:0];
		fifo_aclr <= 1'b0;
		write_req_ack <= 1'b0;
	end
	else 
		case(state)
			S_IDLE:
			begin
				if(write_req_d2 == 1'b1 && Sdr_init_done)
				begin
					state <= S_ACK;
				end
				write_req_ack <= 1'b0;
			end
			S_ACK:
			begin
				if(write_req_d2 == 1'b0)
				begin
					state <= S_CHECK_FIFO;
					fifo_aclr <= 1'b0;
					write_req_ack <= 1'b0;
				end
				else
				begin
					write_req_ack <= 1'b1;
					fifo_aclr <= 1'b1;
					write_len_latch <= write_len_d1;                    
				end
				write_cnt <= ZERO[ADDR_BITS - 1:0];
			end
			S_CHECK_FIFO:
			begin
				if(write_req_d2 == 1'b1)
				begin
					state <= S_ACK;
				end
				else if(into_burst)
				begin
					state <= S_WRITE_BURST;
					App_wr_en_r <= 1'b1;
				end
			end 
			S_WRITE_BURST:
			begin
				if(wr_burst_finish == 1'b1)
				begin
					App_wr_en_r <= 1'b0;
					state <= S_WRITE_BURST_END;
					write_cnt <= write_cnt + BURST_SIZE[ADDR_BITS - 1:0];
				end     
			end
			S_WRITE_BURST_END:
			begin
				if(write_req_d2 == 1'b1)
				begin
					state <= S_ACK;
				end
				else if(write_cnt < write_len_latch)
				begin
					state <= S_CHECK_FIFO;
				end
				else
				begin
					state <= S_END;
				end
			end
			S_END:
			begin
				state <= S_IDLE;
			end
			default:
				state <= S_IDLE;
		endcase
end
endmodule
==> /design/flow/run.sh <==
#!/bin/bash
# OpenROAD 26Q1-2900-gdf79404cd8, Yosys 0.63+post, stock flow scripts
make -C /OpenROAD-flow-scripts/flow DESIGN_CONFIG=/design/flow/config.mk WORK_HOME=/design/flow/orfs finish
==> /design/flow/config.mk <==
export PLATFORM = sky130hd
export DESIGN_NAME = frame_fifo_write
export DESIGN_NICKNAME = frame_fifo_write
export VERILOG_FILES = /design/flow/design.v
export SDC_FILE = /design/flow/constraint.sdc
export NUM_CORES = 4
export LEC_CHECK = 1
export CORE_UTILIZATION = 30
==> /design/flow/constraint.sdc <==
current_design frame_fifo_write

set clk_period 7.2
set clk_io_pct 0.2

create_clock -name clk0 -period $clk_period [get_ports {mem_clk}]

set non_clock_inputs [all_inputs -no_clocks]
set_input_delay [expr $clk_period * $clk_io_pct] -clock clk0 $non_clock_inputs
set_output_delay [expr $clk_period * $clk_io_pct] -clock clk0 [all_outputs]
==> flow_metrics.env <==
# implementation run metrics
export IMPL_outcome="finished, final reports clean"
export IMPL_ios=150
export IMPL_crit_chain="clkdlybuf4s50_1 -> ha_1 -> a21oi_1 -> nor2b_1 -> o211ai_1 -> buf_4 -> nor2_1 -> xnor2_1 -> ha_1 -> a21o_1 -> a221o_1 -> a221oi_1 -> o21bai_1 -> nor2_1 -> a21o_1 -> clkdlybuf4s50_1"
export IMPL_async_flop_share=1.00
export IMPL_antenna_found_initial=0
export IMPL_fillCellCount=2218
export IMPL_syn_inst=658
export IMPL_area_growth_pct=34.3
export IMPL_dieHeight_um=155
export IMPL_skew_ns=0.00677
export IMPL_dp_hpwl_um=12600
export IMPL_ys_types=47
export IMPL_num_vias=5246
export IMPL_critPathTopFamily="AND-OR/OR-AND gates"
export IMPL_drive_gt1_frac=0.106
export IMPL_globalRouteTotalUtil=0.151
export IMPL_postCtsHoldBufs=0
export IMPL_grt_pass1_wl_um=27700
export IMPL_avgSynthCellArea_um2=10.7
export IMPL_cpPeakStageDelay_ns=0.49
export IMPL_ctsLongestPathBuffers=2
export IMPL_synth_seq_share=0.441
export IMPL_flop_cell="dfrtp_1"
export IMPL_rsz0062_at_grt="false"
export IMPL_maxSlewViolCount=0
export IMPL_rows=55
export IMPL_die_area_mm2=0.0241
export IMPL_final_hold_violation_count=0
export IMPL_core_mm2=0.0228
export IMPL_maxSlewHeadroom=0.569
export IMPL_die_w_um=155
export IMPL_dr_pass1_iters=4
export IMPL_stdcell_area_mm2=0.00945
export IMPL_yosys_warnings=1
export IMPL_crit_slowest_cell="clkdlybuf4s50_1"
export IMPL_grt_ovfl_total=0
export IMPL_fp_utilization=0.308
export IMPL_ant_nets=0
export IMPL_crit_required_ns=5.76
export IMPL_cts_tree="yes"
export IMPL_drv_cap=0
export IMPL_cts_resized_gates=0
export IMPL_gp_congestion=0.866
export IMPL_path_max_fanout=8
export IMPL_critPathCaptureType="output port"
export IMPL_via_per_inst=4.63
export IMPL_ys_cells=658
export IMPL_post_cts_buffers=0
export IMPL_ir_drop_uv=154
export IMPL_cts_max_level=4
export IMPL_start_kind="primary input"
export IMPL_worstPathArrival_ns=5.34
export IMPL_grt_max_degree=55
export IMPL_p_per_area_mw_per_mm2=271
export IMPL_path_clk_slew_ns=0.05
export IMPL_drc=0
export IMPL_hp_class="reg2reg"
export IMPL_wl_per_cell_um=14.9
export IMPL_warnings=30
export IMPL_first_global_vias=5281
export IMPL_layout_top_cell="clkdlybuf4s50_1"
export IMPL_edf_count=0
export IMPL_cts_buffers=17
export IMPL_synth_seq_cells=124
export IMPL_ys_area_mm2=0.00704
export IMPL_crit_type="in2out"
export IMPL_port_buffer_count=147
export IMPL_placed_area_mm2=0.00887
export IMPL_final_min_clock_period_ns=6.78
export IMPL_cts_sinks=124
export IMPL_power_mw=2.56
export IMPL_dp_cells=1101
export IMPL_setup_viol_count_final=0
export IMPL_finalCritPeriodShare=0.942
export IMPL_finalSetupTns_ns=0
export IMPL_mostFrequentLayoutCells="clkdlybuf4s50_1, dfrtp_1, ha_1, nand2_1, nor2_1"
export IMPL_power_leakage_nw=4.05
export IMPL_worstMarginPinSlew_ns=0.646
export IMPL_cp_num_buf_inv=3
export IMPL_routed_wl_um=16800
export IMPL_drt_iter0_drc=248
export IMPL_root_buffer="clkbuf_16"
export IMPL_syn_area_mm2=0.00704
export IMPL_finalNonFillerCells=1133
export IMPL_max_freq_mhz=147
export IMPL_worstSkewPairLatency_ns=0.41
export IMPL_n_antenna_cell=0
[Yosys cell counts, drive strengths merged, types with 7 or more instances]
| cell | number | area share |
|---|---|---|
| nand2 | 54 | 0.029 |
| ha | 67 | 0.12 |
| o21ai | 40 | 0.028 |
| dfrtp | 123 | 0.44 |
| xor2 | 26 | 0.032 |
| inv | 45 | 0.024 |
| nor2 | 50 | 0.027 |
| buf | 9 | 0.0053 |
| nand3 | 23 | 0.016 |
| nor2b | 9 | 0.0080 |
| nor3 | 7 | 0.0057 |
| mux4 | 21 | 0.067 |
| mux2 | 21 | 0.034 |
| a21oi | 19 | 0.014 |
| nand4 | 23 | 0.020 |
| clkbuf | 17 | 0.0091 |
| a21o | 9 | 0.0096 |
| xnor2 | 41 | 0.051 |
[final timing paths]
check	startpoint	endpoint	slack, ns	cells after the start
max	rdusedw[8]	O_wr_busy	0.42	16
min	write_len_d0[5]$_DFF_PP0_	write_len_d1[5]$_DFF_PP0_	0.35	0
max reg2reg	write_cnt[8]$_DFFE_PP0P_	App_wr_en_r$_DFFE_PP0P_	3.47	15
min reg2reg	write_len_d0[5]$_DFF_PP0_	write_len_d1[5]$_DFF_PP0_	0.35	0
max in group asynchronous	rst	App_wr_addr_r[17]$_DFFE_PP0P_	4.29	4
min in group asynchronous	rst	write_len_d0[19]$_DFF_PP0_	1.48	2
[logic make-up after synthesis]
| group | count (synthesis) | share of synthesized area |
|---|---|---|
| xor gates and xnor gates | 67 | 0.0834 |
| and+or+nand+nor | 188 | 0.128 |
| adders and majority gates | 67 | 0.119 |
| AOI/OAI and AO/OA | 96 | 0.0845 |
| buffers and inverters | 71 | 0.0384 |
| muxes | 45 | 0.105 |
| DFF | 124 | 0.441 |
[sequential cells by signal (all words and copies together) (netlist names)]
name / flops
fifo_aclr: 1
write_len_d0: 21
write_addr_index_d0: 2
write_req_d2: 1
write_len_d1: 21
write_addr_index_d1: 2
App_wr_en_d0: 1
write_req_d1: 1
write_req_d0: 1
App_wr_addr_r: 21
burst_cnt: 9
App_wr_en_r: 1
write_len_latch: 21
write_req_ack: 1
state: 6
write_cnt: 14
[area by class of cell]
cell class	instances	area, um^2	share of cell area
clock inverter	11	110	0.0117
tap	313	392	0.0414
timing repair buffer	156	1540	0.163
multi-input combinational	463	3660	0.388
clock buffer	21	470	0.0498
inverter	45	171	0.0181
sequential	124	3100	0.329
[where the power goes]
group,leakage (nW),switching [mW],total [mW],internal (mW)
sequential,1.51,0.159,0.992,0.833
combinational,2.26,0.309,0.736,0.427
clock,0.276,0.327,0.833,0.506
[metrics by stage]
stage          hold slack [ns]  utilization  worst slack (ns)
4_1_cts                  0.348        0.414             0.419
6_report                 0.346        0.414             0.420
3_3_place_gp             0.331        0.388             0.415
2_1_floorplan            0.331            -              1.66
3_5_place_dp             0.335        0.388             0.429
5_1_grt                  0.352        0.414             0.224
[routing by layer]
metal | GRT usage | up-vias | wire (um)
met3 | 0.0230 | 12 | 547
met1 | 0.236 | 2528 | 8120
met5 | 0 | - | 0
met4 | 0.0170 | 0 | 209
li1 | - | 2614 | -
met2 | 0.234 | 92 | 7970
Power is estimated from default activity; no workload was simulated.
