<file path="design/flow/design.v">
module led(
    input                    app_rx_data_valid,
    input        [71:0]      app_rx_data_buffer,  
    input                    udp_rx_clk,
    input                    reset,
    output       [3:0]       led_data_1,
    output       [15:0]      dled
);
reg [71:0] tmp_win;
reg [71:0] rotated_local;
reg [3:0]  idx_local;
reg [63:0] led_data_reg;
always @(posedge udp_rx_clk or negedge reset) begin
    if (!reset) begin
        tmp_win <= 72'h0;
        rotated_local <= 72'h0;
        idx_local <= 4'd9;
        led_data_reg <= 64'h0;
    end else begin
        if (app_rx_data_valid) begin
            tmp_win = app_rx_data_buffer;
            if (tmp_win[71:64] == 8'h55) idx_local = 4'd0;
            else if (tmp_win[63:56] == 8'h55) idx_local = 4'd1;
            else if (tmp_win[55:48] == 8'h55) idx_local = 4'd2;
            else if (tmp_win[47:40] == 8'h55) idx_local = 4'd3;
            else if (tmp_win[39:32] == 8'h55) idx_local = 4'd4;
            else if (tmp_win[31:24] == 8'h55) idx_local = 4'd5;
            else if (tmp_win[23:16] == 8'h55) idx_local = 4'd6;
            else if (tmp_win[15:8]  == 8'h55) idx_local = 4'd7;
            else if (tmp_win[7:0]   == 8'h55) idx_local = 4'd8;
            else idx_local = 4'd9;
            case (idx_local)
                4'd0: rotated_local = { tmp_win[71:64], tmp_win[63:56], tmp_win[55:48],
                                        tmp_win[47:40], tmp_win[39:32], tmp_win[31:24],
                                        tmp_win[23:16], tmp_win[15:8],  tmp_win[7:0] };
                4'd1: rotated_local = { tmp_win[63:56], tmp_win[55:48], tmp_win[47:40],
                                        tmp_win[39:32], tmp_win[31:24], tmp_win[23:16],
                                        tmp_win[15:8],  tmp_win[7:0],   tmp_win[71:64] };
                4'd2: rotated_local = { tmp_win[55:48], tmp_win[47:40], tmp_win[39:32],
                                        tmp_win[31:24], tmp_win[23:16], tmp_win[15:8],
                                        tmp_win[7:0],   tmp_win[71:64], tmp_win[63:56] };
                4'd3: rotated_local = { tmp_win[47:40], tmp_win[39:32], tmp_win[31:24],
                                        tmp_win[23:16], tmp_win[15:8],  tmp_win[7:0],
                                        tmp_win[71:64], tmp_win[63:56], tmp_win[55:48] };
                4'd4: rotated_local = { tmp_win[39:32], tmp_win[31:24], tmp_win[23:16],
                                        tmp_win[15:8],  tmp_win[7:0],   tmp_win[71:64],
                                        tmp_win[63:56], tmp_win[55:48], tmp_win[47:40] };
                4'd5: rotated_local = { tmp_win[31:24], tmp_win[23:16], tmp_win[15:8],
                                        tmp_win[7:0],   tmp_win[71:64], tmp_win[63:56],
                                        tmp_win[55:48], tmp_win[47:40], tmp_win[39:32] };
                4'd6: rotated_local = { tmp_win[23:16], tmp_win[15:8],  tmp_win[7:0],
                                        tmp_win[71:64], tmp_win[63:56], tmp_win[55:48],
                                        tmp_win[47:40], tmp_win[39:32], tmp_win[31:24] };
                4'd7: rotated_local = { tmp_win[15:8],  tmp_win[7:0],   tmp_win[71:64],
                                        tmp_win[63:56], tmp_win[55:48], tmp_win[47:40],
                                        tmp_win[39:32], tmp_win[31:24], tmp_win[23:16] };
                4'd8: rotated_local = { tmp_win[7:0],   tmp_win[71:64], tmp_win[63:56],
                                        tmp_win[55:48], tmp_win[47:40], tmp_win[39:32],
                                        tmp_win[31:24], tmp_win[23:16], tmp_win[15:8] };
                default: rotated_local = rotated_local;
            endcase
            if (idx_local != 4'd9) begin
                led_data_reg <= {
                    rotated_local[63:56],
                    rotated_local[55:48],
                    rotated_local[47:40],
                    rotated_local[39:32],
                    rotated_local[31:24],
                    rotated_local[23:16],
                    rotated_local[15:8],
                    rotated_local[7:0]
                };
            end
        end
    end
end
assign led_data_1 = led_data_reg[63:60];
assign dled = led_data_reg[55:40];
endmodule
</file>
<file path="design/flow/run.sh">
#!/bin/bash
# OpenROAD 26Q1-2900-gdf79404cd8, Yosys 0.63+post, stock flow scripts
make -C /OpenROAD-flow-scripts/flow DESIGN_CONFIG=/design/flow/config.mk WORK_HOME=/design/flow/orfs finish
</file>
<file path="design/flow/config.mk">
export PLATFORM = sky130hd
export DESIGN_NAME = led
export DESIGN_NICKNAME = led
export VERILOG_FILES = /design/flow/design.v
export SDC_FILE = /design/flow/constraint.sdc
export NUM_CORES = 4
export LEC_CHECK = 1
export CORE_UTILIZATION = 50
</file>
<file path="design/flow/constraint.sdc">
current_design led

set clk_period 1.5
set clk_io_pct 0.2

create_clock -name clk0 -period $clk_period [get_ports {udp_rx_clk}]

set non_clock_inputs [all_inputs -no_clocks]
set_input_delay [expr $clk_period * $clk_io_pct] -clock clk0 $non_clock_inputs
set_output_delay [expr $clk_period * $clk_io_pct] -clock clk0 [all_outputs]
</file>
==> notes.md <==
Numbers from the implementation run.

The mean post-synth cell area is approximately 7.4 µm². The number of enable flip-flop cells is 0. The area fraction in compound gates is 42.91%. The multiplexer fraction of the synthesized cell area is 0.7654%. The standard cell area after detailed placement is 4785 µm². The cell row count is 26.

The first error in the log reads "[ERROR DPL-0036] Detailed placement failed". The final weighted congestion of routability-driven global placement is between 1 and 1.5. The synthesis area per yosys is between 2000 and 3000 µm². Per the OpenROAD floorplan log, the width of the die is 76.55 µm. The number of clock sinks seen by CTS is 20. The run stopped with a tool error. The stopping stage is clock tree synthesis. The most instantiated flip-flop cell in the synthesis netlist is dfrtp_1. The main area contributors are dfrtp_1, nand3_1, nor2_1. During I/O placement, the number of pins put on the boundary was 95.

The area fraction in full adders, half adders and majority gates is 0%. The register bit total from synthesis is 20. Per the placement log, port buffering inserted 94 buffers. In this run the number of H-tree levels came out at 1. Yosys reports that the most numerous cell types are nand3_1, nor2_1, nand2_1. For this design, Yosys synthesis ends with a cell count of about 380. Once the floorplan was initialized, standard cells occupied a little over half of the core. The proportion of synthesized chip area in sequential cells is approximately 18%. The most numerous cell in the Yosys netlist is nand3_1. The share of flip-flops with an asynchronous set or reset after synthesis is 100.0%.

After technology mapping, the gate count stands at 375. After Yosys synthesis, XOR and XNOR cells account for 0% of the synthesized area. The post-detailed-placement half-perimeter wirelength is 10740 µm. The synthesized design spends more area on one cell type than any other, namely dfrtp_1. The area fraction in and, or, nand and nor cells is between 30% and 40%.

From bottom edge to top edge, the die measures 76.55 µm. Yosys reports that the leading cell type by area covers 18.01% of the netlist area. In this run, post-CTS repair resized a total of 268 instances. The synthesis report lists the Yosys warning total as 1. The number of buffers inserted to repair setup after CTS is about 48.

Clock tree synthesis selected as its root buffer the cell clkbuf_8. TritonCTS created 3 clock buffers. The worst-case clock buffer depth is 2. Of the combinational cells, the family taking the most area is AND-OR/OR-AND gates. After clock tree synthesis, the flow added hold-fix buffers numbering 0.

The combined area of all synthesized cells is 2779 µm². The number of distinct library cells after synthesis is about 59.
==> logic make-up after synthesis <==
| kind of cell | Yosys count |
|---|---|
| AOI/OAI and AO/OA | 157 |
| buffers and inverters | 39 |
| DFF | 20 |
| muxes | 2 |
| and+or+nand+nor | 157 |
==> through the flow <==
step                hold slack, ns  instances  utilization (%)  setup WS (ns)  power (mW)
global placement            0.4821        642            91.35         -1.474       2.032
floorplan                 0.004409        375                -        -0.5976       1.123
detailed placement          0.4942        642            91.35         -1.511       2.083
Power figures rest on the tool's default switching activity, not on a simulated workload.
