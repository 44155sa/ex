==> flow/design.v <==
module seg_control(
    input                    app_rx_data_valid,
    input        [71:0]      app_rx_data_buffer,  
    input                    udp_rx_clk,
    input                    reset,
    output reg  [15:0]       dled
);
reg [3:0] seg_digits [7:0];
reg [2:0] scan_cnt;
reg [19:0] scan_timer;
reg [71:0] tmp_win;
reg [71:0] rotated_local;
reg [3:0]  idx_local;
parameter [7:0] SEG_0 = 8'b1100_0000;
parameter [7:0] SEG_1 = 8'b1111_1001;
parameter [7:0] SEG_2 = 8'b1010_0100;
parameter [7:0] SEG_3 = 8'b1011_0000;
parameter [7:0] SEG_4 = 8'b1001_1001;
parameter [7:0] SEG_5 = 8'b1001_0010;
parameter [7:0] SEG_6 = 8'b1000_0010;
parameter [7:0] SEG_7 = 8'b1111_1000;
parameter [7:0] SEG_8 = 8'b1000_0000;
parameter [7:0] SEG_9 = 8'b1001_0000;
parameter [7:0] SEG_A = 8'b1000_1000;
parameter [7:0] SEG_B = 8'b1000_0011;
parameter [7:0] SEG_C = 8'b1100_0110;
parameter [7:0] SEG_D = 8'b1010_0001;
parameter [7:0] SEG_E = 8'b1000_0110;
parameter [7:0] SEG_F = 8'b1000_1110;
parameter [7:0] SEG_OFF = 8'b1111_1111;
function [7:0] digit_to_seg;
    input [3:0] digit;
    begin
        case (digit)
            4'h0: digit_to_seg = SEG_0;
            4'h1: digit_to_seg = SEG_1;
            4'h2: digit_to_seg = SEG_2;
            4'h3: digit_to_seg = SEG_3;
            4'h4: digit_to_seg = SEG_4;
            4'h5: digit_to_seg = SEG_5;
            4'h6: digit_to_seg = SEG_6;
            4'h7: digit_to_seg = SEG_7;
            4'h8: digit_to_seg = SEG_8;
            4'h9: digit_to_seg = SEG_9;
            4'hA: digit_to_seg = SEG_A;
            4'hB: digit_to_seg = SEG_B;
            4'hC: digit_to_seg = SEG_C;
            4'hD: digit_to_seg = SEG_D;
            4'hE: digit_to_seg = SEG_E;
            4'hF: digit_to_seg = SEG_F;
            default: digit_to_seg = SEG_OFF;
        endcase
    end
endfunction
always @(posedge udp_rx_clk or negedge reset) begin
    if (!reset) begin
        seg_digits[0] <= 4'h0;
        seg_digits[1] <= 4'h0;
        seg_digits[2] <= 4'h0;
        seg_digits[3] <= 4'h0;
        seg_digits[4] <= 4'h0;
        seg_digits[5] <= 4'h0;
        seg_digits[6] <= 4'h0;
        seg_digits[7] <= 4'h0;
        tmp_win <= 72'h0;
        rotated_local <= 72'h0;
        idx_local <= 4'd9;
    end else begin
        if (app_rx_data_valid) begin
            tmp_win = app_rx_data_buffer;  
            if (tmp_win[71:64] == 8'hAA) idx_local = 4'd0;
            else if (tmp_win[63:56] == 8'hAA) idx_local = 4'd1;
            else if (tmp_win[55:48] == 8'hAA) idx_local = 4'd2;
            else if (tmp_win[47:40] == 8'hAA) idx_local = 4'd3;
            else if (tmp_win[39:32] == 8'hAA) idx_local = 4'd4;
            else if (tmp_win[31:24] == 8'hAA) idx_local = 4'd5;
            else if (tmp_win[23:16] == 8'hAA) idx_local = 4'd6;
            else if (tmp_win[15:8]  == 8'hAA) idx_local = 4'd7;
            else if (tmp_win[7:0]   == 8'hAA) idx_local = 4'd8;
            else idx_local = 4'd9;
            case (idx_local)
                4'd0: rotated_local = { tmp_win[71:64], tmp_win[63:56], tmp_win[55:48],
                                        tmp_win[47:40], tmp_win[39:32], tmp_win[31:24],
                                        tmp_win[23:16], tmp_win[15:8],  tmp_win[7:0] };
                4'd1: rotated_local = { tmp_win[63:56], tmp_win[55:48], tmp_win[47:40],
                                        tmp_win[39:32], tmp_win[31:24], tmp_win[23:16],
                                        tmp_win[15:8],  tmp_win[7:0],   tmp_win[71:64] };
                4'd2: rotated_local = { tmp_win[55:48], tmp_win[47:40], tmp_win[39:32],
                                        tmp_win[31:24], tmp_win[23:16], tmp_win[15:8],
                                        tmp_win[7:0],   tmp_win[71:64], tmp_win[63:56] };
                4'd3: rotated_local = { tmp_win[47:40], tmp_win[39:32], tmp_win[31:24],
                                        tmp_win[23:16], tmp_win[15:8],  tmp_win[7:0],
                                        tmp_win[71:64], tmp_win[63:56], tmp_win[55:48] };
                4'd4: rotated_local = { tmp_win[39:32], tmp_win[31:24], tmp_win[23:16],
                                        tmp_win[15:8],  tmp_win[7:0],   tmp_win[71:64],
                                        tmp_win[63:56], tmp_win[55:48], tmp_win[47:40] };
                4'd5: rotated_local = { tmp_win[31:24], tmp_win[23:16], tmp_win[15:8],
                                        tmp_win[7:0],   tmp_win[71:64], tmp_win[63:56],
                                        tmp_win[55:48], tmp_win[47:40], tmp_win[39:32] };
                4'd6: rotated_local = { tmp_win[23:16], tmp_win[15:8],  tmp_win[7:0],
                                        tmp_win[71:64], tmp_win[63:56], tmp_win[55:48],
                                        tmp_win[47:40], tmp_win[39:32], tmp_win[31:24] };
                4'd7: rotated_local = { tmp_win[15:8],  tmp_win[7:0],   tmp_win[71:64],
                                        tmp_win[63:56], tmp_win[55:48], tmp_win[47:40],
                                        tmp_win[39:32], tmp_win[31:24], tmp_win[23:16] };
                4'd8: rotated_local = { tmp_win[7:0],   tmp_win[71:64], tmp_win[63:56],
                                        tmp_win[55:48], tmp_win[47:40], tmp_win[39:32],
                                        tmp_win[31:24], tmp_win[23:16], tmp_win[15:8] };
                default: rotated_local = rotated_local;
            endcase
            if (idx_local != 4'd9) begin
                seg_digits[0] <= rotated_local[63:60];
                seg_digits[1] <= rotated_local[55:52];
                seg_digits[2] <= rotated_local[47:44];
                seg_digits[3] <= rotated_local[39:36];
                seg_digits[4] <= rotated_local[31:28];
                seg_digits[5] <= rotated_local[23:20];
                seg_digits[6] <= rotated_local[15:12];
                seg_digits[7] <= rotated_local[7:4];
            end
        end
    end
end
always @(posedge udp_rx_clk or negedge reset) begin
    if (!reset) begin
        scan_cnt <= 3'd0;
        scan_timer <= 20'd0;
        dled <= 16'h0000;
    end else begin
        if (scan_timer >= 20'd50000) begin
            scan_timer <= 20'd0;
            scan_cnt <= scan_cnt + 1'b1;
            if (scan_cnt == 3'd7) scan_cnt <= 3'd0;
        end else begin
            scan_timer <= scan_timer + 1'b1;
        end
        case (scan_cnt)
            3'd0: dled <= {8'b11111110, digit_to_seg(seg_digits[0])};
            3'd1: dled <= {8'b11111101, digit_to_seg(seg_digits[1])};
            3'd2: dled <= {8'b11111011, digit_to_seg(seg_digits[2])};
            3'd3: dled <= {8'b11110111, digit_to_seg(seg_digits[3])};
            3'd4: dled <= {8'b11101111, digit_to_seg(seg_digits[4])};
            3'd5: dled <= {8'b11011111, digit_to_seg(seg_digits[5])};
            3'd6: dled <= {8'b10111111, digit_to_seg(seg_digits[6])};
            3'd7: dled <= {8'b01111111, digit_to_seg(seg_digits[7])};
            default: dled <= 16'h0000;
        endcase
    end
end
endmodule
==> flow/run.sh <==
#!/bin/bash
# OpenROAD 26Q1-2900-gdf79404cd8, Yosys 0.63+post, stock flow scripts
make -C /OpenROAD-flow-scripts/flow DESIGN_CONFIG=/design/flow/config.mk WORK_HOME=/design/flow/orfs finish
==> flow/config.mk <==
export PLATFORM = sky130hd
export DESIGN_NAME = seg_control
export DESIGN_NICKNAME = seg_control
export VERILOG_FILES = /design/flow/design.v
export SDC_FILE = /design/flow/constraint.sdc
export NUM_CORES = 4
export LEC_CHECK = 1
export CORE_UTILIZATION = 50
==> flow/constraint.sdc <==
current_design seg_control

set clk_period 3.4
set clk_io_pct 0.2

create_clock -name clk0 -period $clk_period [get_ports {udp_rx_clk}]

set non_clock_inputs [all_inputs -no_clocks]
set_input_delay [expr $clk_period * $clk_io_pct] -clock clk0 $non_clock_inputs
set_output_delay [expr $clk_period * $clk_io_pct] -clock clk0 [all_outputs]
==> out/results.txt <==
RSZ-0062 raised after global routing: false
reg2reg start: scan_cnt[2]
CP bufs+invs: 4
fmax: 0.3247 GHz
yosys warns: 2
drt wl/cell: 20.70 um
largest cells by area after synthesis: dfrtp_1 22%, ha_1 9.8%, nor2_1 4.9%, a21oi_1 3.9%, nand2_1 3.7%
clk buf depth: 2
Worst setup endpoint: seg_digits[1][3]
#FFs+latches synth: 71
Worst EP arrival: 3.34 ns
IO Pins: 91
cts repair resizes: 0
Tightest Pin Transition: 0.6901 ns
Leakage: 0.003889 uW
starting density of the core: 52.12%
first-pass GRT wire length: 41850 um
status: completed
Clock power frac: 19.1%
Via Count: 8171
Initial DRC Count: 854
Synth async-reset ratio: 100.0%
gate count of the mapped netlist: 988
switching share of power: 44.30%
worst hold slack: 0.3588 ns
R2R depth: 5
Seq. cell area: 0.001777 mm2
largest net degree at the start of global routing: 49
Req. time, crit path: 3.66 ns
Critical-path top delay cell: clkdlybuf4s50_1
Die Y: 128.8 um
HP Class: in2async
mapped cell area: 0.008041 mm2
syn avg cell area: 8.139 um2
vias in the first global route: 7593
Internal: 2688 uW
Critical Path Most Common Cell: buf_4
Area leader share: 22.09%
layout cells sized above 1: 14.30%
Yosys cell types: 87
Log Warnings: 79
Final Hold Viols: 0
hpwl dp: 20530 um
yosys stat chip area: 0.008041 mm2
Hold Buf Count CTS: 0
grt total ovfl: 0
Area Growth Syn to Fin: 20.76%
PortBufs: 90
initial antenna violation count: 1
clock latency on the worst-skew pair: 0.35 ns
crit path max fanout: 6
Post-CTS Setup Inserts: 0
crit-path leading delay family: buffers and inverters
final WL: 26670 um
via density per instance: 6.344
period utilization: 90.58%
crit end category: flop
pwr dens: 496.9 mW/mm2
drc violations: 0
Total GRT Usage: 33.72%
antenna-violating nets left: 0
Finish-stage setup viols: 0
combinational gate area: 0.005618 mm2
CP Launch Type: input port
CTS clk-pin slew, worst paths: 0.06 ns
core area: 0.01543 mm2
CTS tree: built
placed cell count: 1272
Chip Area: 0.01659 mm2
R2R setup slack: 0.78 ns
area leader, netlist: dfrtp_1
Period minus WS final: 3.080 ns
critical path depth in cells: 11
fin cells: 1288
Chip Width: 128.8 um
slowest stage delay, CP: 0.53 ns
Setup WS post-layout: 0.3204 ns
gp weighted congestion: 0.9799
CTS Sinks: 71
CTS root buffer: clkbuf_16
H-tree level count: 3
CP Cell Sequence: clkdlybuf4s50_1 > and4bb_1 > a211oi_2 > buf_4 > a311oi_4 > and4_1 > buf_4 > o2bb2ai_1 > nor4b_2 > buf_4 > a21oi_1
relative slew slack: 53.88%
Placement Rows: 45
Slew Limit Fails: 0
DR pass1 iterations: 8
WS Path Type: in2reg
peak supply drop: 0.3006 mV
Ant. Diodes: 0
Setup Skew: 0.01215 ns
Reg power frac: 32.1%
Seq/Total Area, Yosys: 22.09%
Num CTS Buffers: 9
top_reg_cell synth: dfrtp_1
Combinational Power Share: 48.8%
worst setup path start: app_rx_data_buffer[38]
most common logic cells in the final layout: 105 x nor2_1, 89 x clkdlybuf4s50_1, 79 x nand2_1, 72 x buf_4, 71 x dfrtp_1
Final Core Density: 62.94%
Post-synth EDFFs: 0
FF-to-FF End: dled[5]
switching power: 2138 uW
Yosys Instances: 988
worst slack, placed: 0.01617 ns
max cap viols: 0
Pwr Total: 4825 uW
Fillers: 1237
dominant logic cell type in the layout: nor2_1
[through the flow]
step | area [um2] | TNS (ns)
floorplan | 8053 | 0
global placement | 9422 | -0.02513
detailed placement | 9422 | 0
CTS | 9711 | 0
global route | 9711 | 0
finish | 9711 | 0
[sequential cells by signal (all words and copies together) (netlist names)]
register	cells
dled	16
scan_cnt	3
scan_timer	20
seg_digits	32
[final cells by class]
class,count,area share (%)
well taps,211,2.719
clock inverters,7,0.6571
flip-flops and latches,71,18.30
repair buffers,171,16.80
clock buffers,9,2.319
multi-input cells,784,57.85
inverters,35,1.353
[power by group through the flow]
stage | registers [uW] | clock network (uW) | logic [uW]
after global routing | 1610 | 972 | 2630
final | 1550 | 921 | 2350
after CTS | 1550 | 933 | 2330
[cells by family (layout without fill, tap and decap cells)]
family	Yosys count	in the layout	synth area share (%)
and+or+nand+nor	361	361	24.57
AOI/OAI and AO/OA	299	299	27.60
buffers and inverters	136	222	8.231
DFF	71	71	22.09
adders and majority gates	63	63	9.802
muxes	44	44	6.302
xor gates and xnor gates	12	12	1.307
other	2	5	0.09339
[worst min path at each step]
stage      from               end  slack (ns)  cells past startpoint
6_report  reset  seg_digits[2][0]        0.36                      1
4_1_cts   reset  seg_digits[2][2]        0.39                      1
5_1_grt   reset  seg_digits[2][1]        0.41                      1
[layer usage]
layer	vias up	routed length, um	GRT usage (%)
met5	-	13	0
met4	2	1425	15.43
met3	76	1839	4.871
met2	413	12200	53.70
met1	3850	11190	46.05
li1	3830	-	-
[Yosys cell counts, drive strengths merged, types with 5 or more instances]
cell type / count
xor2: 6
o21ai: 47
a21oi: 63
and3: 7
buf: 58
nand2b: 7
clkbuf: 43
ha: 63
nand3: 55
a22oi: 15
nand4bb: 8
mux2: 13
dfrtp: 71
a211oi: 17
o22ai: 12
a21boi: 12
o21a: 8
nor2b: 18
nor2: 109
nor3: 13
a221oi: 28
o2bb2ai: 8
a32oi: 13
nor4: 5
xnor2: 6
and4bb: 7
a2bb2oi: 5
o211ai: 20
a32o: 13
and2: 8
nand2: 79
mux2i: 27
nand4: 13
inv: 34
Power figures rest on the tool's default switching activity, not on a simulated workload.
